==> design/flow/design.v <==
module synchronize_FSM #(parameter CLK_DIV = 200) (
    input logic clk, nReset, pulse,
    output logic pulseDone);
    typedef enum logic [1:0] { waitState, pulseStart, pulseEnd } statetype;
    statetype currState, nextState;
    logic [$clog2(CLK_DIV):0] count, nextCount;
    always_ff @( posedge clk ) begin
        if (~nReset) begin
            currState <= waitState;
            count <= 0;
        end else begin
            currState <= nextState;
            count <= nextCount;
        end
    end
    always_comb begin
        case (currState)
            waitState: begin
                nextState <= pulse ? pulseStart : waitState;
                nextCount <= 1'b0;
            end
            pulseStart: begin
                nextState <= ~pulse ? pulseEnd : pulseStart;
                nextCount <= 1'b0;
            end
            pulseEnd: begin
                nextState <= (count > (CLK_DIV)) ? waitState : pulseEnd; 
                nextCount <= count + 1'b1;
            end
            default: begin
                nextState <= waitState;
                nextCount <= 1'b0;
            end
        endcase
    end
    assign pulseDone = (currState == pulseEnd);
endmodule
module clkDiv #(parameter CLK_DIV = 200)(
	input	logic	fastClk, nReset,
	output	logic	slowClk
);
	logic [17:0] 	counter;
	always_ff @(posedge fastClk) begin
		if (~nReset) begin
			counter <= 0;
			slowClk <= 1;
		end else if (counter == CLK_DIV) begin 
			counter <= 18'd0; 
			slowClk <= ~slowClk;
        end else counter <= counter + 1'b1;
	end
endmodule
==> design/flow/run.sh <==
#!/bin/bash
# OpenROAD 26Q1-2900-gdf79404cd8, Yosys 0.63+post, stock flow scripts
make -C /OpenROAD-flow-scripts/flow DESIGN_CONFIG=/design/flow/config.mk WORK_HOME=/design/flow/orfs finish
==> design/flow/config.mk <==
export PLATFORM = sky130hd
export DESIGN_NAME = synchronize_FSM
export DESIGN_NICKNAME = synchronize_FSM
export VERILOG_FILES = /design/flow/design.v
export SDC_FILE = /design/flow/constraint.sdc
export NUM_CORES = 4
export LEC_CHECK = 1
export CORE_AREA = 10 10 70 70
export DIE_AREA = 0 0 80 80
==> design/flow/constraint.sdc <==
current_design synchronize_FSM

set clk_period 1.6
set clk_io_pct 0.2

create_clock -name clk0 -period $clk_period [get_ports {clk}]

set non_clock_inputs [all_inputs -no_clocks]
set_input_delay [expr $clk_period * $clk_io_pct] -clock clk0 $non_clock_inputs
set_output_delay [expr $clk_period * $clk_io_pct] -clock clk0 [all_outputs]
==> run notes <==
fresh numbers from the pnr run: cell type of the slowest stage on the worst timing path clkdlybuf4s50_1, TritonCTS buffer count 3, outcome finished, final reports clean, Hold Crit Class reg -> reg, Post-CTS Setup Bufs 0, drt drc 0, setup_tns 0 ns, Routability Congestion 0.770, DR vias/cell 3.82, Pre-Place Util 14.9%, Overflow after GRT 0, Die Area 0.00640 mm2, Tcrit/Tclk final 90.7%, most frequent cells in the layout dfxtp_1 (12), o21ai_0 (5), nor2_1 (5), number of gates resized after cts 0, endpoints failing hold 0, Critical Path Start Type flip-flop, WP buf/inv 1, ys cells 56, cell area after synthesis between 500 and 600 um2, Rows 21, RSZ-0062 raised after global routing false, 1st-pass router iterations 4, Setup Crit Path Kind reg -> out, DR vias 420, Leakage 0.225 nW, clk buf depth 2, Clock Tree Root clkbuf_4, area of the core 0.00342 mm2, Cells after DPL 106, final setup violating endpoints 0, Crit path largest cell delay 0.49 ns, Yosys warning count 1, CP Capture Type output port, Slew @ Worst Pin between 0.4 and 0.5 ns, worst path cell trace clkdlybuf4s50_1, Period minus WS final 1.45 ns, initial antenna violation count 0, max cap viols 0, final wirelength between 900 and 1000 um, post-synth cell types 22, Worst Skew about 0.0025 ns, PD cells 947 mW/mm2, layout filler cell count 395, Final Max Slew Viols 0, CP top delay family buffers and inverters, Max Clock Freq just under 0.7 GHz, #FFs+latches synth 12, Commonest Layout Cell dfxtp_1, Die X ~80 um, Layout Area Growth over Synthesis 25.8%, VDD IR max roughly 0.49 mV, OpenROAD warnings 26, Final Instance Count excl. Fillers 110, TritonCTS clock tree done, relative slew slack 72.6%, hpwl dp 719 um, layout cells sized above 1 9.38%, register share after synthesis 47.2%, synthesized instance count 56, # hold bufs at CTS 0, Worst-path clk slew 0.07 ns, worst-path fanout max 4, vias in the first global route around 380, clk ins delay skew pair 0.26 ns, GRT Util Overall 3.10%, IO Pins 4, largest net degree at the start of global routing 8, port bufs 3, first-pass GRT wire length 1700 um, initial DRC count 10, crit path DAT 1.13 ns, Ant. Diodes 0, TritonCTS Sinks 12, H-tree depth 1, Routed Antenna Nets 0, syn avg cell area between 9 and 10 um2, CP required ~1.3 ns, chip area line of the yosys report 509 um2, die height 80 um, wire per inst roughly 8.4 um
==> flip-flops by register name, summed over array words and instances (netlist names) <==
signal and cells:
count 9, currState 3
==> logic make-up after synthesis <==
group	count (synthesis)	share of synthesized area (%)
xor gates and xnor gates	3	5.16
DFF	12	47.2
and+or+nand+nor	20	20.9
AOI/OAI and AO/OA	15	18.9
buffers and inverters	4	2.95
adders and majority gates	2	4.91
==> worst register-to-register path, stage by stage (launching register included) <==
cell       delay (ns)
dfxtp_1          0.35
inv_1            0.07
ha_1             0.14
nand2b_1         0.08
a2111oi_0        0.45
o221ai_1         0.19
==> worst paths after layout <==
| kind | endpoint | cells after the start | slack, ns | from |
|---|---|---|---|---|
| max | pulseDone | 1 | 0.15 | currState[1] |
| min | count[0] | 1 | 0.49 | count[0] |
| max reg2reg | currState[0] | 5 | 0.19 | count[0] |
| min reg2reg | count[0] | 1 | 0.49 | count[0] |
==> layout make-up <==
type                            count  area [um2]  area share, %
Clock buffer                        4        36.3           5.66
Inverter                            4        15.0           2.34
Multi-Input combinational cell     40         254           39.6
Timing Repair Buffer                4        37.5           5.86
Sequential cell                    12         240           37.5
Tap cell                           46        57.6           8.98
==> cell usage after synthesis <==
| cell | n | area [um2] |
|---|---|---|
| nand3_2 | 1 | 10.0 |
| a21oi_1 | 4 | 20.0 |
| inv_1 | 4 | 15.0 |
| nand3_1 | 2 | 10.0 |
| o32ai_1 | 1 | 8.76 |
| or3_1 | 4 | 25.0 |
| xor2_1 | 1 | 8.76 |
| a211oi_1 | 1 | 7.51 |
| nor2_1 | 5 | 18.8 |
| o211a_1 | 1 | 10.0 |
| o221ai_1 | 1 | 8.76 |
| and3_1 | 1 | 6.26 |
| o21ai_0 | 5 | 25.0 |
| nand2_1 | 3 | 11.3 |
| nand4_1 | 2 | 12.5 |
| a2111oi_0 | 1 | 8.76 |
| ha_1 | 2 | 25.0 |
| xnor2_1 | 2 | 17.5 |
| dfxtp_1 | 12 | 240 |
| nand2b_1 | 1 | 6.26 |
| and2_1 | 1 | 6.26 |
| a21o_1 | 1 | 7.51 |
==> stage by stage <==
stage	total power [mW]	hold slack (ns)	utilization [%]	setup WS (ns)	instance area, um2
5_1_grt	0.646	0.515	18.8	0.0129	641
2_1_floorplan	0.352	0.399	-	0.371	509
4_1_cts	0.619	0.497	18.8	0.124	641
3_5_place_dp	0.384	0.476	17.7	0.164	604
6_report	0.607	0.488	18.8	0.148	641
3_3_place_gp	0.382	0.460	17.7	0.196	604
==> layer usage <==
layer / global-route usage (%) / vias to the layer above / wire [um] / part of all wire, %
li1: - / 218 / - / -
met1: 4.33 / 190 / 462 / 50
met2: 4.25 / 10 / 385 / 42
met3: 1.14 / 2 / 58 / 6.3
met4: 1.06 / 0 / 19 / 2.1
met5: 0 / - / 0 / 0
==> report_power, final <==
part | total (mW) | internal (mW) | switching (mW) | leakage [nW]
combinational | 0.0527 | 0.0292 | 0.0235 | 0.106
clock | 0.230 | 0.138 | 0.0917 | 0.0210
sequential | 0.324 | 0.312 | 0.0123 | 0.0978
total | 0.607 | 0.479 | 0.128 | 0.225
Power is estimated from default activity; no workload was simulated.
