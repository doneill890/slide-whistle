==> /design/flow/design.v <==
module dataCntrl_FSM (  input   logic   nReset, clk, spiLoad, titleNote, sendCharDone, spiDone,
                        input   logic   [127:0] title, 
                        input   logic   [23:0]  note,
                        output  logic   dataReady, RSin, RWin,  
                        output  logic   [7:0]   charIn  
);
    typedef enum logic [3:0] {init, setup,setup1, wait4Data, 
                            titlePos, titleGetNext, titleSendChar, dispOn,
                            notePos, noteGetNext, noteSendChar} statetype;
    statetype currState, nextState;  
    logic [31:0] count40ms, nextCount40ms;
    logic [4:0] countTitleChar, nextCountTitleChar, countNoteChar, nextCountNoteChar;
    logic [7:0] nextCharIn;
    logic nextDataReady, nextRSin, nextRWin;
    always_ff @(posedge clk) begin
        if (~nReset) begin
            currState <= init;
            count40ms <= 32'd0;
            countTitleChar <= 4'd0;
            countNoteChar <= 4'd0;
        end else begin
            currState <= nextState;
            count40ms <= nextCount40ms;
            countNoteChar <= nextCountNoteChar;
            countTitleChar <= nextCountTitleChar;
        end
    end
    always_ff @(posedge clk) begin  
        if (~nReset) begin
            charIn <= 8'b0;
            dataReady <= 0;
            RSin <= 0;
            RWin <= 0;
        end else begin
            charIn <= nextCharIn;
            dataReady <= nextDataReady;
            RSin <= nextRSin;
            RWin <= nextRWin;
        end
    end
    always_comb begin
        case (currState)
            init: nextState <= (count40ms > 32'd90000) ? setup : init;  
            setup: nextState <= sendCharDone ? setup1 : setup;  
            setup1: nextState <= sendCharDone ? wait4Data : setup1;  
            wait4Data: casex ({spiDone, titleNote})
                2'b0x: nextState <= wait4Data;  
                2'b11: nextState <= titlePos;  
                2'b10: nextState <= notePos;  
                default: nextState <= wait4Data;  
            endcase
            titlePos: nextState <= sendCharDone ? titleGetNext : titlePos;  
            titleGetNext: nextState <= (countTitleChar == 5'd16) ? dispOn : titleSendChar;  
            titleSendChar: nextState <= sendCharDone ? titleGetNext : titleSendChar;  
            dispOn: nextState <= sendCharDone ? wait4Data : dispOn;  
            notePos: nextState <= sendCharDone ? noteGetNext : notePos;  
            noteGetNext: nextState <= (countNoteChar == 5'd3) ? wait4Data : noteSendChar;  
            noteSendChar: nextState <= sendCharDone ? noteGetNext : noteSendChar;  
            default: nextState <= init;
        endcase
    end
    always_comb begin
        nextCount40ms <= (currState == init) ? count40ms + 1 : 0;
        case (currState)
            titleGetNext: nextCountTitleChar <= countTitleChar + 1'b1;
            titleSendChar: nextCountTitleChar <= countTitleChar;
            default: nextCountTitleChar <= 0;
        endcase
        case (currState)
            noteGetNext: nextCountNoteChar <= countNoteChar + 1'b1;
            noteSendChar: nextCountNoteChar <= countNoteChar;
            default: nextCountNoteChar <= 0;
        endcase
    end
    always_comb begin
        case (nextState)
            setup: begin  
                nextCharIn <= 8'b00111000;  
                nextRSin <= 0;
                nextRWin <= 0;
                nextDataReady <= 1;
            end
            setup1: begin  
                nextCharIn <= 8'b00000110;  
                nextRSin <= 0;
                nextRWin <= 0;
                nextDataReady <= 1;
            end
            titlePos: begin  
                nextCharIn <= 8'b10000000;  
                nextRSin <= 0;
                nextRWin <= 0;
                nextDataReady <= 1;
            end
            titleGetNext: begin
                case (countTitleChar)  
                    15: nextCharIn <= title[7:0];
                    14: nextCharIn <= title[15:8];
                    13: nextCharIn <= title[23:16];
                    12: nextCharIn <= title[31:24];
                    11: nextCharIn <= title[39:32];
                    10: nextCharIn <= title[47:40];
                    9: nextCharIn <= title[55:48];
                    8: nextCharIn <= title[63:56];
                    7: nextCharIn <= title[71:64];
                    6: nextCharIn <= title[79:72];
                    5: nextCharIn <= title[87:80];
                    4: nextCharIn <= title[95:88];
                    3: nextCharIn <= title[103:96];
                    2: nextCharIn <= title[111:104];
                    1: nextCharIn <= title[119:112];
                    0: nextCharIn <= title[127:120];
                    default: nextCharIn <= 8'b0;
                endcase
                nextRSin <= 1;
                nextRWin <= 0;
                nextDataReady <= 0;  
            end
            titleSendChar: begin
               nextCharIn <= charIn;
               nextRSin <= RSin;
               nextRWin <= RWin;
               nextDataReady <= 1;  
            end
            dispOn: begin  
                nextCharIn <= 8'b00001111;
                nextRSin <= 0;
                nextRWin <= 0;
                nextDataReady <= 1;
            end
            notePos: begin  
                nextCharIn <= 8'b11000000;  
                nextRSin <= 0;
                nextRWin <= 0;
                nextDataReady <= 1;
            end
            noteGetNext: begin
                case (countNoteChar)
                    2: nextCharIn <= note[7:0]; 
                    1: nextCharIn <= note[15:8];
                    0: nextCharIn <= note[23:16];
                    default: nextCharIn <= 8'b0;
                endcase
                nextRSin <= 1;
                nextRWin <= 0;
                nextDataReady <= 0;
            end
            noteSendChar: begin
               nextCharIn <= charIn;
               nextRSin <= RSin;
               nextRWin <= RWin;
               nextDataReady <= 1;  
            end
            default: begin
                nextCharIn <= 8'b0;
                nextRSin <= 0;
                nextRWin <= 0;
                nextDataReady <= 0;
            end
        endcase    
    end
endmodule
module sendChar_FSM (input  logic   clk, nReset, RSin, RWin, dataReady,
                     input  logic   [7:0] charIn,
                     output logic   RSout, RWout, enable, sendCharDone,
                     output logic   [7:0] charOut);
    typedef enum logic [3:0] {wait4data, sendData0, sendData1, sendData2} statetype;
    statetype currState, nextState;
    always_ff @(posedge clk) begin
        if (~nReset) currState <= wait4data;
        else currState <= nextState;
    end
    always_comb begin
        case (currState)
            wait4data:  nextState <= dataReady ? sendData0 : wait4data;
            sendData0:  nextState <= sendData1;
            sendData1:  nextState <= sendData2;
            sendData2:  nextState <= wait4data;
            default: nextState <= wait4data;
        endcase
    end
    always_comb begin
        case (currState)
            wait4data: begin
                enable <= 0;
                charOut <= 8'd0;
                RWout <= 0;
                RSout <= 0;
                sendCharDone <= 0; 
            end
            sendData0: begin
                enable <= 0;
                charOut <= charIn;
                RWout <= RWin;
                RSout <= RSin;
                sendCharDone <= 0;
            end
            sendData1: begin
                enable <= 1;
                charOut <= charIn;
                RWout <= RWin;
                RSout <= RSin;
                sendCharDone <= 0;
            end
            sendData2: begin
                enable <= 0;
                charOut <= charIn;
                RWout <= RWin;
                RSout <= RSin;
                sendCharDone <= 1;
            end
            default: begin
                enable <= 0;
                charOut <= 8'd0;
                RWout <= 0;
                RSout <= 0;
                sendCharDone <= 0;
            end
        endcase
    end
endmodule
module character_spi(input  logic sck, 
               input  logic sdi, spiLoad,
               input  logic titleNote,
               output logic [127:0] title,
               output logic [23:0] note);
    always_ff @(posedge sck)
        if (spiLoad) begin
          if (titleNote) title = {title[126:0], sdi};
          else           note = {note[22:0], sdi};  
        end
endmodule
module display_hw (input logic nReset,
                input logic sck, sdi, spiLoad, titleNote,
                output  logic   screenRS, screenRW, screenEn, spiDone,
                output  logic   [7:0] screenData 
 );  
    logic fastClk, clk; 
    HSOSC hf_osc (.CLKHFPU(1'b1), .CLKHFEN(1'b1), .CLKHF(fastClk));  
    clkDiv #(.CLK_DIV(200)) divider(.fastClk, .nReset, .slowClk(clk));  
    synchronize_FSM #(.CLK_DIV(200*2)) spiDoneSync(.clk(fastClk), .nReset, .pulse(spiLoad), .pulseDone(spiDone));
    display disp(.nReset, .clk, .sck, .sdi, .spiLoad, .spiDone, .titleNote, .screenRS, .screenRW, .screenEn, .screenData);
endmodule
module display ( 
                input   logic   nReset, clk,
                input   logic   spiLoad, spiDone, titleNote,  
                input   logic   sck, sdi,
                output  logic   screenRS, screenRW, screenEn,
                output  logic   [7:0] screenData
); 
    logic [127:0] title;
    logic [23:0] note;
    logic dataReady, RSin, RWin, sendCharDone;
    logic [7:0] charIn;
    character_spi spi(.sck, .sdi, .spiLoad, .titleNote, .title, .note);
    dataCntrl_FSM controller(.nReset, .clk, .spiLoad, .spiDone, .titleNote, .sendCharDone,
                             .title, .note, .dataReady, .RSin, .RWin, .charIn);
    sendChar_FSM charSender(.nReset, .clk, .RSin, .RWin, .dataReady, .charIn, .sendCharDone,
                            .RSout(screenRS), .RWout(screenRW), .enable(screenEn), .charOut(screenData));
endmodule
==> /design/flow/run.sh <==
#!/bin/bash
# OpenROAD 26Q1-2900-gdf79404cd8, Yosys 0.63+post, stock flow scripts
make -C /OpenROAD-flow-scripts/flow DESIGN_CONFIG=/design/flow/config.mk WORK_HOME=/design/flow/orfs finish
==> /design/flow/config.mk <==
export PLATFORM = sky130hd
export DESIGN_NAME = display
export DESIGN_NICKNAME = display
export VERILOG_FILES = /design/flow/design.v
export SDC_FILE = /design/flow/constraint.sdc
export NUM_CORES = 4
export LEC_CHECK = 1
export CORE_UTILIZATION = 50
==> /design/flow/constraint.sdc <==
current_design display

set clk_period 6.5
set clk_io_pct 0.2

create_clock -name clk0 -period $clk_period [get_ports {clk}]
create_clock -name clk1 -period $clk_period [get_ports {sck}]

set non_clock_inputs [all_inputs -no_clocks]
set_input_delay [expr $clk_period * $clk_io_pct] -clock clk0 $non_clock_inputs
set_output_delay [expr $clk_period * $clk_io_pct] -clock clk0 [all_outputs]
==> run notes <==
The flow completed. The run finished with clean final reports. Per the OpenROAD floorplan log, the width of the die is 135.3 µm. The initialized floorplan defines 48 standard-cell rows. Per the GRT congestion report, total overflow comes to 0. Of the post-synthesis cell area, the dominant cell type holds 51.35%. Once detail routing completed, the nets flagged for antenna violations numbered 0. Initial core utilization landed at approximately 51%.

STA on the placed design reports a worst setup slack of approximately 3 ns. For flop-to-flop paths, the worst setup slack is approximately 3.8 ns. Among all stages on the critical path, the maximum delay recorded is about 0.55 ns. Between clock sinks in the finished design, the worst skew comes to 0.01153 ns.

For the worst reg-to-reg path, the startpoint reported by OpenROAD is controller.count40ms[0]$_SDFF_PN0_. Sequential cells were found to cover 66.44% of the synthesized design area. In this run the maximum-capacitance check reported violations numbering 0. The count of cells in the finished layout, fillers not included, comes to about 950. According to the timing report, the arrival time at the worst endpoint equals about 3.4 ns. Routability congestion estimate from global placement landed at roughly 1. The worst register-to-register path ends at controller.charIn[3]$_SDFFE_PN0N_.

Async set-reset flop share out of synthesis landed at 0%. Final-report hold violation count landed at 0. The first global-routing pass estimated 30.26 mm of wire. In this run the layout overhead on the synthesized area is reported as 15.12%. The most used flip-flop cell after synthesis is edfxtp_1. The global routing report lists combined usage of all routing layers as about a quarter. Worst-case reg-to-reg path depth landed at 9. After detailed routing, the number of vias per cell comes to 6.006. Number of flip-flops and latches in the synthesized netlist landed at around 220. The leakage power in the latest report is roughly 3.5 nW.

STA classifies the critical path endpoint as a flip-flop. Clock-pin slew of the registers on the worst-case setup and hold paths landed at approximately 0.060 ns. On the critical path the largest part of the delay comes from simple AND/OR/NAND/NOR gates. In the synthesized netlist, the number of instances is roughly 680.

For reference, the most critical setup path is categorized as in -> reg. Entering global routing, the biggest net connects 50 pins. Counting the fill cells in the layout gives roughly 1300. Wire length after detailed routing landed at 19.42 mm.

Per the detailed placement report, the placed cell area equals a little over 0.009 mm². After synthesis, the design contains 683 cells according to Yosys. The via count of the first global-routing pass is roughly 5500. Post-cts gate resize count landed at 0. Total power landed at 3.208 mW. Yosys instantiated no cell more often than edfxtp_1. Post-synthesis instance area landed at a little under 0.009 mm². Setup repair after global routing left no endpoint under its margin.

Hold timing on the final database bottoms out at a slack of roughly 0.44 ns. The die is ~140 µm tall. The main area contributors are edfxtp_1 51%, dfxtp_1 15%, a22oi_1 2.6%, nor2_1 2.3%, xor2_1 2.1%. Pin placement for this block handled 18 I/O pins. The slowest stage of the critical path belongs to the cell or4_4. STA classifies the critical path startpoint as a primary input.

Per the repair_timing log after CTS, setup buffers inserted total 0. Of all nets on the critical path, the largest fanout is 7. Initial antenna violation count landed at 0. Across all layers, the routed design uses between 5000 and 6000 vias. Starting DRC count in detailed routing landed at roughly 550. The layout summary lists the proportion of cells stronger than drive strength 1 as between 10% and 20%.

Final worst setup slack landed at approximately 3.3 ns. Yosys warning tally landed at 3. The worst hold path terminates at spi.title[12]$_DFFE_PP_.

Count of buffers from port buffering landed at 15. By count the netlist is led by 152 x edfxtp_1, 67 x dfxtp_1, 54 x nor2_1, 41 x nand2_1. The tightest min-delay check is of the reg -> reg type.

Cell depth of the worst min-delay path landed at 0. Total power divided by cell area landed at between 300 and 400 mW/mm². Hold repair after CTS inserted 0 buffers. Placed cell count landed at between 900 and 1000.

Average wire per cell in the routed design landed at 20.46 µm. Synthesis instantiated between 60 and 70 different standard cells from the library. Post-route cell area landed at between 0.01 and 0.015 mm². Post-synth tally of flip-flops with integrated enable landed at between 150 and 200.

Iteration tally of the first detailed-router pass landed at 7. Mean instance size in the synthesized netlist landed at 13.01 µm². The largest total area in the synthesized netlist belongs to edfxtp_1.

The final report lists the setup-violating endpoint count as 0. The wire-length estimate of the detail-placed layout is about 13 mm. Final cell utilization of the core landed at about 60%. Setup total negative slack landed at 0 ns. Total die area landed at around 0.018 mm². Buffering stage count on the worst path with inverters included landed at 1.

The slew check shows that the tightest pin keeps a relative margin of 33.17%. Detailed-route DRC error count landed at 0. In the synthesis report, Yosys lists the chip area as 0.008889 mm². Per the detail_route report, inserted antenna diodes total 0. Per the hold report, the tightest min-delay path originates at spi.title[11]$_DFFE_PP_. Summing over the stages, the warning tally comes to 33. Slew of the pin with the lowest slew margin landed at between 0.9 and 1 ns.

Required time of the critical path landed at 6.71 ns. The final timing report lists a max-slew violation count of 0. Worst vdd rail ir drop landed at roughly 0.00024 V. TritonCTS built the clock tree. The clock tree has to reach about 220 sinks.

Listed in order, past its start point the critical path passes clkdlybuf4s50_1 > and3_1 > or4_4 > nand2_1 > nor2b_4 > a2111oi_2 > o31a_1. In this run the worst setup path begins at titleNote. The core region is around 0.017 mm².
==> sequential cells by signal, summed over array words and instances, names as in the netlist <==
register / cells
controller.charIn: 8
controller.dataReady: 1
spi.note: 24
controller.RSin: 1
controller.countNoteChar: 5
controller.count40ms: 32
controller.currState: 11
controller.countTitleChar: 5
spi.title: 128
charSender.currState: 4
==> routing by layer <==
layer  up-vias  track usage, %  part of all wire, %
met1      2804           36.38                   41
met2       213           34.47                   46
met5         -               0                    0
met4         0           4.994                  2.4
met3        34           11.42                  9.9
li1       2649               -                    -
==> logic make-up (layout without fill, tap and decap cells) <==
kind of cell | count (synthesis) | after routing | synth area share, %
compound gates | 146 | 146 | 11.91
other cells | 1 | 1 | 0.04219
xor+xnor | 28 | 28 | 2.759
simple gates | 225 | 225 | 14.34
mux | 3 | 3 | 0.3379
flops | 219 | 219 | 66.44
fa+ha+maj | 11 | 11 | 1.548
buf+inv | 50 | 91 | 2.618
==> layout make-up <==
class	instances	area, µm²	area share, %
sequential	219	5906	57.72
multi-input combinational	414	2755	26.93
clock buffer	28	658.1	6.432
clock inverter	18	312.8	3.057
tap	225	281.5	2.751
timing repair buffer	30	262.8	2.568
inverter	15	56.30	0.5503
==> power breakdown <==
| part | switching [mW] | total, mW | internal [mW] |
|---|---|---|---|
| registers | 0.0246 | 1.56 | 1.53 |
| logic | 0.0299 | 0.0402 | 0.0103 |
| clock network | 0.558 | 1.61 | 1.05 |
==> placed cells by master, fill, tap and decap left out, types with 9 or more instances in the layout <==
cell and instances:
edfxtp_1 152, inv_1 15, nor2_1 54, clkdlybuf4s50_1 15, o21ai_0 16, nor2b_1 17, nand2_1 41, a22oi_1 31
nor3_1 11, nor4bb_1 10, and3_1 13, a21oi_1 31, nand3_1 22, nand4_1 9, a22o_1 20, a221oi_1 19
ha_1 11, dfxtp_1 67, clkbuf_16 26, xor2_1 21, buf_4 15
==> worst max-delay path by stage <==
| stage | endpoint | slack (ns) | cells after the start |
|---|---|---|---|
| 4_1_cts | controller.charIn[6]$_SDFFE_PN0N_ | 3.33 | 7 |
| 5_1_grt | controller.charIn[6]$_SDFFE_PN0N_ | 3.24 | 7 |
| 6_report | controller.charIn[6]$_SDFFE_PN0N_ | 3.32 | 7 |
No activity file was given, so power comes from the tool's default toggle rates.
